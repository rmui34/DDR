<file path="design.v">
module D_FF (q, d, reset, clk);
	output q;
	input d, reset, clk;
	reg q;  
	always @(posedge clk or posedge reset)
	if (reset)
		q = 0;  
	else
		q = d;  
endmodule
module count20bit(Clock, Reset, out);
	input Clock, Reset;
	output [19:0] out;
	wire [19:0] carryOut;
	wire [19:0] sum;
	wire [19:0] Q;
	fullAdd a1(.a(Q[0]), .b(1), .cin(0), .carO(carryOut[0]), .sum1Bit(sum[0]));
	fullAdd a2(.a(Q[1]), .b(0), .cin(carryOut[0]), .carO(carryOut[1]), .sum1Bit(sum[1]));
	fullAdd a3(.a(Q[2]), .b(0), .cin(carryOut[1]), .carO(carryOut[2]), .sum1Bit(sum[2]));
	fullAdd a4(.a(Q[3]), .b(0), .cin(carryOut[2]), .carO(carryOut[3]), .sum1Bit(sum[3]));
	fullAdd a5(.a(Q[4]), .b(0), .cin(carryOut[3]), .carO(carryOut[4]), .sum1Bit(sum[4]));
	fullAdd a6(.a(Q[5]), .b(0), .cin(carryOut[4]), .carO(carryOut[5]), .sum1Bit(sum[5]));
	fullAdd a7(.a(Q[6]), .b(0), .cin(carryOut[5]), .carO(carryOut[6]), .sum1Bit(sum[6]));
	fullAdd a8(.a(Q[7]), .b(0), .cin(carryOut[6]), .carO(carryOut[7]), .sum1Bit(sum[7]));
	fullAdd a9(.a(Q[8]), .b(0), .cin(carryOut[7]), .carO(carryOut[8]), .sum1Bit(sum[8]));
	fullAdd a10(.a(Q[9]), .b(0), .cin(carryOut[8]), .carO(carryOut[9]), .sum1Bit(sum[9]));
	fullAdd a11(.a(Q[10]), .b(0), .cin(carryOut[9]), .carO(carryOut[10]), .sum1Bit(sum[10]));
	fullAdd a12(.a(Q[11]), .b(0), .cin(carryOut[10]), .carO(carryOut[11]), .sum1Bit(sum[11]));
	fullAdd a13(.a(Q[12]), .b(0), .cin(carryOut[11]), .carO(carryOut[12]), .sum1Bit(sum[12]));
	fullAdd a14(.a(Q[13]), .b(0), .cin(carryOut[12]), .carO(carryOut[13]), .sum1Bit(sum[13]));
	fullAdd a15(.a(Q[14]), .b(0), .cin(carryOut[13]), .carO(carryOut[14]), .sum1Bit(sum[14]));
	fullAdd a16(.a(Q[15]), .b(0), .cin(carryOut[14]), .carO(carryOut[15]), .sum1Bit(sum[15]));
	fullAdd a17(.a(Q[16]), .b(0), .cin(carryOut[15]), .carO(carryOut[16]), .sum1Bit(sum[16]));
	fullAdd a18(.a(Q[17]), .b(0), .cin(carryOut[16]), .carO(carryOut[17]), .sum1Bit(sum[17]));
	fullAdd a19(.a(Q[18]), .b(0), .cin(carryOut[17]), .carO(carryOut[18]), .sum1Bit(sum[18]));
	fullAdd a20(.a(Q[19]), .b(0), .cin(carryOut[18]), .carO(carryOut[19]), .sum1Bit(sum[19]));
	D_FF d1 (.q(Q[0]), .d(sum[0]), .reset(Reset), .clk(Clock));	
	D_FF d2 (.q(Q[1]), .d(sum[1]), .reset(Reset), .clk(Clock));	
	D_FF d3 (.q(Q[2]), .d(sum[2]), .reset(Reset), .clk(Clock));
	D_FF d4 (.q(Q[3]), .d(sum[3]), .reset(Reset), .clk(Clock));	
	D_FF d5 (.q(Q[4]), .d(sum[4]), .reset(Reset), .clk(Clock));	
	D_FF d6 (.q(Q[5]), .d(sum[5]), .reset(Reset), .clk(Clock));
	D_FF d7 (.q(Q[6]), .d(sum[6]), .reset(Reset), .clk(Clock));	
	D_FF d8 (.q(Q[7]), .d(sum[7]), .reset(Reset), .clk(Clock));	
	D_FF d9 (.q(Q[8]), .d(sum[8]), .reset(Reset), .clk(Clock));
	D_FF d10 (.q(Q[9]), .d(sum[9]), .reset(Reset), .clk(Clock));	
	D_FF d11 (.q(Q[10]), .d(sum[10]), .reset(Reset), .clk(Clock));	
	D_FF d12 (.q(Q[11]), .d(sum[11]), .reset(Reset), .clk(Clock));
	D_FF d13 (.q(Q[12]), .d(sum[12]), .reset(Reset), .clk(Clock));	
	D_FF d14 (.q(Q[13]), .d(sum[13]), .reset(Reset), .clk(Clock));	
	D_FF d15 (.q(Q[14]), .d(sum[14]), .reset(Reset), .clk(Clock));
	D_FF d16 (.q(Q[15]), .d(sum[15]), .reset(Reset), .clk(Clock));	
	D_FF d17 (.q(Q[16]), .d(sum[16]), .reset(Reset), .clk(Clock));
	D_FF d18 (.q(Q[17]), .d(sum[17]), .reset(Reset), .clk(Clock));	
	D_FF d19 (.q(Q[18]), .d(sum[18]), .reset(Reset), .clk(Clock));	
	D_FF d20 (.q(Q[19]), .d(sum[19]), .reset(Reset), .clk(Clock));	
	assign out = sum[19:0];
endmodule
module fullAdd(a, b, cin, carO, sum1Bit);
	input a, b, cin;
	output carO, sum1Bit;
	assign sum1Bit = a ^ b ^ cin; 
	assign carO = (a & cin) | (cin & b) | (b & a);
endmodule
</file>
<file path="constraint.sdc">
current_design count20bit

set clk_period 4.5
set clk_io_pct 0.2

create_clock -name clk0 -period $clk_period [get_ports {Clock}]

set non_clock_inputs [all_inputs -no_clocks]
set_input_delay [expr $clk_period * $clk_io_pct] -clock clk0 $non_clock_inputs
set_output_delay [expr $clk_period * $clk_io_pct] -clock clk0 [all_outputs]
</file>
<file path="config.mk">
export PLATFORM = sky130hd
export DESIGN_NAME = count20bit
export DESIGN_NICKNAME = count20bit
export VERILOG_FILES = /design/flow/design.v
export SDC_FILE = /design/flow/constraint.sdc
export NUM_CORES = 4
export LEC_CHECK = 1
export CORE_AREA = 10 10 82 82
export DIE_AREA = 0 0 92 92
</file>
<file path="run.sh">
#!/bin/bash
# OpenROAD 26Q1-2900-gdf79404cd8, Yosys 0.63+post, stock flow scripts
make -C /OpenROAD-flow-scripts/flow DESIGN_CONFIG=/design/flow/config.mk WORK_HOME=/design/flow/orfs finish
</file>
==> impl_metrics.py <==
# Auto-generated metrics
metrics = {
    "drt": {
        "routed_wirelength_um": 1360,
        "wl_per_cell_um": 10.0,
        "drcViolationCount": 0,
        "drtAntennaViolNets": 0,
        "n_antenna_cell": 0,
        "first_iter_violations": 2,
        "drtPass1Iterations": 2,
        "vias": 417,
        "vias_per_cell": 3.07,
    },
    "logic_synthesis": {
        "postSynthSeqShare_pct": 56.1,
        "synthAdderAreaFrac_pct": 25.2,
        "yosys_area_sq_um": 892,
        "syn_area_sq_um": 892,
        "syn_inst": 61,
        "synth_area_per_cell_sq_um": 14.6,
        "yosysWarnings": 22,
        "synth_cell_types": 5,
        "synthAoiAreaFrac_pct": 0,
        "ys_cells": 61,
        "numSynthFlops": 20,
        "topCombFamilyByArea": "adder cells",
        "synth.cellmix.simpleShare_pct": 0,
        "xor_share_pct": 0.982,
        "synthDominantCellAreaShare_pct": 56.1,
        "synth_top_cell_by_area": "dfrtp_1",
        "mux_share_pct": 0,
        "topCellsByArea": "dfrtp_1 (56%), ha_1 (25%), buf_4 (17%)",
    },
    "critical_path": {
        "criticalPathCategory": "flop to primary output",
        "worstReg2RegEnd": "d20.q$_DFF_PP0_",
        "reg2reg_depth": 19,
        "r2r_slack_ns": 1.02,
        "start_kind": "flop",
        "cp_max_fo": 2,
        "cp-end-kind": "primary output",
        "arrival_ns": 3.74,
        "reg2reg_from": "d1.q$_DFF_PP0_",
        "cp.required_ns": 3.60,
    },
    "timing": {
        "min_period_ns": 4.64,
        "tightest_slew_ns": 0.745,
        "slew_headroom_pct": 50.3,
        "max_freq_mhz": 216,
        "worst_slack_ns": -0.136,
        "setup_viol": 2,
        "report.final.slew_viol_count": 0,
        "finalClockPeriodUsage_pct": 103,
        "rsz0062_at_grt": "true",
        "hold_violations": 0,
        "finalClockSkew_ns": 0.00350,
    },
    "cts": {
        "cts_hold_buf": 0,
        "cts.sinks": 20,
        "clk_pin_slew_ns": 0.07,
        "post_cts_buffers": 0,
        "cts-root-buf": "clkbuf_8",
        "cts_buffers": 3,
        "cts_max_path_buffers": 2,
        "htreeDepth": 1,
        "clock_latency_ns": 0.25,
        "cts_tree": "yes",
    },
    "floorplan": {
        "dieArea_sq_um": 8460,
        "die_h_um": 92,
        "die_w_um": 92,
        "fp_util_pct": 17.6,
        "boundaryPins": 22,
        "rows": 26,
        "core-area_sq_um": 5070,
    },
    "finish": {
        "finalInstanceArea_sq_um": 1310,
        "final_core_util_pct": 25.8,
        "lay_top_count": "dfrtp_1",
        "drive_above_1_share_pct": 39.4,
        "area_delta_synth_final_pct": 46.8,
        "lay_top_cells": "dfrtp_1 (20), ha_4 (17), clkdlybuf4s50_1 (16)",
    },
    "grt": {
        "grt_max_degree": 21,
        "grt_pass1_wl_um": 2330,
        "antenna_found_initial": 0,
        "grt_use_total_pct": 3.30,
        "overflow": 0,
        "grt_pass1_vias": 507,
    },
    "job": {
        "warnings": 27,
        "maxCapViolations": 0,
    },
    "pwr": {
        "clkPwrFrac_pct": 41.8,
        "internal_power_uw": 258,
        "p_seq_share_pct": 56.9,
        "p_per_area_nw_per_um2": 241,
        "p_comb_share_pct": 1.3,
        "p_sw_share_pct": 18.3,
        "ir_drop_uv": 56.2,
        "power.leakage_uw": 0.000570,
        "power_switching_uw": 57.8,
    },
    "worst_hold_path": {
        "worstHoldStart": "d1.q$_DFF_PP0_",
        "hold_class": "flop to flop",
        "hold_depth": 1,
        "hold_end": "d1.q$_DFF_PP0_",
    },
    "status": {
        "violations": "setup timing",
        "status": "complete, but fails checks",
    },
    "place": {
        "hpwlAfterDp_um": 1100,
        "io_buffer_count": 21,
        "placed_area_sq_um": 1060,
        "gp_congestion": 0.680,
    },
}
## worst max-delay path by stage
stage              start       to  slack, ns  cells past startpoint
4_1_cts   d1.q$_DFF_PP0_  out[19]      -0.18                     20
6_report  d1.q$_DFF_PP0_  out[19]      -0.14                     20
5_1_grt   d1.q$_DFF_PP0_  out[19]      -0.27                     20
## cells by family (layout without fill, tap and decap cells)
| group | after synthesis | in the layout |
|---|---|---|
| fa+ha+maj | 18 | 18 |
| buf+inv | 22 | 27 |
| flops | 20 | 20 |
| xor+xnor | 1 | 1 |
## cell type report
type / instances / area [sq um]
fillers: 543 / 3760
well taps: 70 / 87.6
multi-input cells: 19 / 457
repair buffers: 21 / 203
inverters: 2 / 7.51
flip-flops and latches: 20 / 500
clock buffers: 4 / 55.1
## Yosys cell counts (all sizes together)
library cell,count
buf,20
dfrtp,20
inv,2
xor2,1
ha,18
## power by group through the flow
stage / logic (uW) / clock network, uW / registers, uW
4_1_cts: 4.60 / 142 / 180
5_1_grt: 5.23 / 151 / 180
6_report: 4.19 / 132 / 180
## routing by layer
layer / vias up / routed length (um) / track usage (%)
met5: - / 0 / 0
met4: 0 / 35 / 1.29
met3: 2 / 89 / 1.24
met2: 11 / 707 / 5.53
met1: 213 / 530 / 3.74
li1: 191 / - / -
## metrics by stage
step / setup TNS (ns) / instances / total power, uW / setup slack, ns / hold slack, ns
after detailed placement: -1.78 / 132 / 188 / -0.595 / 0.447
final: -0.177 / 136 / 316 / -0.136 / 0.456
after global routing: -0.408 / 136 / 336 / -0.268 / 0.482
after CTS: -0.254 / 136 / 326 / -0.177 / 0.458
after global placement: -1.65 / 132 / 188 / -0.562 / 0.435
after floorplan: 0 / 61 / 186 / 0.00495 / 0.419
## what timing repair did
item / 4_1_cts / 5_1_grt
resized: 38 / 1
setup endpoints to repair: 7 / 3
pin swaps: 5 / 0
## critical path, stage by stage, from the launching register on
cell and delay (ns):
dfrtp_1 0.39, ha_2 0.19, ha_4 0.16, ha_4 0.15, ha_4 0.15, ha_4 0.15
ha_4 0.15, ha_4 0.15, ha_4 0.15, ha_4 0.15, ha_4 0.15, ha_4 0.15
ha_4 0.15, ha_4 0.15, ha_4 0.15, ha_4 0.15, ha_4 0.16, ha_4 0.16
ha_4 0.15, xor2_2 0.17, buf_2 0.11
Power figures rest on the tool's default switching activity, not on a simulated workload.
