$ cat ./design.v
module D_FF (q, d, reset, clk);
	output q;
	input d, reset, clk;
	reg q;  
	always @(posedge clk or posedge reset)
	if (reset)
		q = 0;  
	else
		q = d;  
endmodule
module scoreCountOnes(Clock, Reset, otherLeds, plus2, plus1, minus2, incrementOutPos, incrementOutNeg, leds);
	input Clock, Reset;
	input plus2, plus1, minus2;
	input [1:7] otherLeds;
	output [1:7] leds;
	output incrementOutPos;
	reg incOutPos;
	assign incrementOutPos = incOutPos;
	output incrementOutNeg;
	reg incOutNeg;
	assign incrementOutNeg = incOutNeg;
	parameter [3:0] zero = 4'b0000, one = 4'b0001, two = 4'b0010, three = 4'b0011, four = 4'b0100, five = 4'b0101, six = 4'b0110, seven = 4'b0111, eight = 4'b1000, nine = 4'b1001;
	wire [3:0] PS;
	reg [3:0] NS;
	reg [1:7] on;
	assign leds = on;
	always @(PS or plus2 or plus1 or minus2) begin
		case(PS)
			zero: if (plus1) NS = one;
				else if (plus2) NS = two;
				else if (minus2 & otherLeds !=  ~7'b1111110) begin NS = eight; end
				else NS = zero;
			one: if (plus1) NS = two;
				else if (plus2) NS = three;
				else if (minus2 & otherLeds != ~7'b1111110) begin NS = nine; end
				else if (minus2 & otherLeds == ~7'b1111110) begin NS = zero; end
				else NS = one;
			two: if (plus1) NS = three;
				else if (plus2) NS = four;
				else if (minus2) NS = zero;
				else NS = two;
			three: if (plus1) NS = four;
				else if (plus2) NS = five;
				else if (minus2) NS = one;
				else NS = three;
			four: if (plus1) NS = five;
				else if (plus2) NS = six;
				else if (minus2) NS = two;
				else NS = four;
			five: if (plus1) NS = six;
				else if (plus2) NS = seven;
				else if (minus2) NS = three;
				else NS = five;
			six: if (plus1) NS = seven;
				else if (plus2) NS = eight;
				else if (minus2) NS = four;
				else NS = six;
			seven: if (plus1) NS = eight;
				else if (plus2) NS = nine;
				else if (minus2) NS = five;
				else NS = seven;
			eight: if (plus1) NS = nine;
				else if (plus2) begin NS = zero; end
				else if (minus2) NS = six;
				else NS = eight;
			nine: if (plus1) begin NS = zero; end
				else if (plus2) begin NS = one; end
				else if (minus2) NS = seven;
				else NS = nine;
			default: NS = 4'bxxxx;
		endcase
	end
	always @(PS) begin
		case(PS)  
			zero: begin 
						on = ~7'b1111110;
						incOutPos = 0;
						if (minus2 & otherLeds !=  ~7'b1111110) incOutNeg = 1; 
						else incOutNeg = 0; 
					end
			one: begin 
						on = ~7'b0110000;
						incOutPos = 0;
						if(minus2 & otherLeds !=  ~7'b1111110) incOutNeg = 1;
						else incOutNeg = 0; 
					end
			two: begin 
						on = ~7'b1101101;
						incOutNeg = 0;
						incOutPos = 0;
					end
			three: begin 
						on = ~7'b1111001;
						incOutNeg = 0;
						incOutPos = 0;
					 end
			four: begin 
						on = ~7'b0110011;
						incOutNeg = 0;
						incOutPos = 0;
					end
			five: begin 
						on = ~7'b1011011;
						incOutNeg = 0;
						incOutPos = 0;
					end
			six: begin 
						on = ~7'b1011111;
						incOutNeg = 0;
						incOutPos = 0;
					end	
			seven: begin 
						on = ~7'b1110000;
						incOutNeg = 0;
						incOutPos = 0;
					end
			eight: begin 
						on = ~7'b1111111;
						incOutNeg = 0;
						if(plus2) incOutPos = 1; 
						else incOutPos = 0;
					end
			nine: begin 
						on = ~7'b1111011;
						incOutNeg = 0;
						if(plus2 | plus1) incOutPos = 1; 
						else incOutPos = 0;
					end
			default: begin on = ~7'bxxxxxxx; incOutPos = 1'bx; incOutNeg = 1'bx; end
		endcase
	end	
	D_FF D1(.q(PS[0]), .d(NS[0]), .reset(Reset), .clk(Clock));
	D_FF D2(.q(PS[1]), .d(NS[1]), .reset(Reset), .clk(Clock));
	D_FF D3(.q(PS[2]), .d(NS[2]), .reset(Reset), .clk(Clock));
	D_FF D4(.q(PS[3]), .d(NS[3]), .reset(Reset), .clk(Clock));
endmodule
$ cat ./run.sh
#!/bin/bash
# OpenROAD 26Q1-2900-gdf79404cd8, Yosys 0.63+post, stock flow scripts
make -C /OpenROAD-flow-scripts/flow DESIGN_CONFIG=/design/flow/config.mk WORK_HOME=/design/flow/orfs finish
$ cat ./config.mk
export PLATFORM = sky130hd
export DESIGN_NAME = scoreCountOnes
export DESIGN_NICKNAME = scoreCountOnes
export VERILOG_FILES = /design/flow/design.v
export SDC_FILE = /design/flow/constraint.sdc
export NUM_CORES = 4
export LEC_CHECK = 1
export CORE_AREA = 10 10 70 70
export DIE_AREA = 0 0 80 80
$ cat ./constraint.sdc
current_design scoreCountOnes

set clk_period 3.0
set clk_io_pct 0.2

create_clock -name clk0 -period $clk_period [get_ports {Clock}]

set non_clock_inputs [all_inputs -no_clocks]
set_input_delay [expr $clk_period * $clk_io_pct] -clock clk0 $non_clock_inputs
set_output_delay [expr $clk_period * $clk_io_pct] -clock clk0 [all_outputs]
==> out/results.ini <==
[pwr]
power.switching_uw = 258
clkPwrFrac_pct = 10.3
comb_power_share_pct = 63.3
sequential_power_share_pct = 26.4
switching_share_pct = 40.7
power.ir.vdd_worst_mv = 0.226
power_density_normalized_to_cell_area_nw_per_um2 = 832
p_leak_nw = 0.260
internal_power_uw = 375

[clock_network]
post_cts_sizing = 0
cts.htree.levels = 1
cts_num_sinks = 4
clk_root_buffer_cell = sky130_fd_sc_hd__clkbuf_4
post_cts.repair.setup_buffers = 0
clk_transition_reported_paths_ns = 0.04
worstSkewPairLatency_ns = 0.23
cts_tree = built
cts_hold_buffers = 0
cts_buffers = 3
max-clock-path-buffers = 2

[global_route]
number_of_antenna_violations_at_the_first_check_in_global_routing = 0
largest_net_degree_at_the_start_of_global_routing = 21
track_usage_pct = 4.57
grt.overflow.total = 0
grt_pass1_wl_um = 2510
first_global_vias = 536

[floorplan]
fp_util_pct = 14.9
fp-row-count = 21
core_area_um2 = 3420
fp.dieW_um = 80
dieHeight_um = 80
boundaryPins = 21
fp.dieArea_um2 = 6400

[setup_path]
critical_path_required_ns = 2.40
arrival_ns = 2.12
critical_path_slowest_stage_cell = sky130_fd_sc_hd__clkdlybuf4s50_1
critical_path.max_fanout = 4
timing.critical_path.cells = clkdlybuf4s50_1 > nor4_2 > nand3_1 > and3_1 > clkdlybuf4s50_1
critPathMaxStageDelay_ns = 0.41
setup.worst_path.start_class = input port
timing.critical_path.buf_inv = 2
timing.critical_path.to_type = primary output
timing.critical_path.mode_cell = sky130_fd_sc_hd__clkdlybuf4s50_1
worst_path_dominant_cell_family = buffers and inverters
critical_path_class = input port to primary output

[flow_run]
cap_violations = 0
warning_count = 25

[layout]
layout_top_cells_excl_fill_tap = sky130_fd_sc_hd__clkdlybuf4s50_1, sky130_fd_sc_hd__a21oi_1, sky130_fd_sc_hd__nand2_1
layout-drive-gt1-share_pct = 13.8
areaGrowthSynthToFinish_pct = 49.0
mostFrequentLayoutCell = sky130_fd_sc_hd__clkdlybuf4s50_1

[drt]
drt_pre_antenna_iters = 4
vias_per_cell = 4.26
routed-via-count = 566
antenna_cells_inserted = 0
wl_per_cell_um = 11.1
routed_wl_um = 1480
drt_drc_violations_left = 0
ant_nets = 0
initialDrtViolationCount = 44

[yosys]
warnings_from_yosys = 2
syn_avg_cell_area_um2 = 7.40
synth-edff-count = 0
ff_type = sky130_fd_sc_hd__dfrtp_1
synthesis.instances = 69
synth.yosys.seq_area_share_pct = 19.6
yosys.stat.chipArea_um2 = 510
async_reset_ff_share_pct = 100
synthesis.area_um2 = 510
synth_cell_type_count = 34
postSynthRegisterBits = 4
synth-cells-yosys = 69

[placed_design]
final_estimated_routing_congestion_in_global_placement = 0.876
port_buffers = 20
detailedPlacementHpwl_um = 1160

[timing]
final-setup-viol-count = 0
fin_hold_ws_ns = 0.549
finalMaxSlewViolations = 0
min_period_ns = 2.72
final.setup.tns_ns = 0
relSlewSlack_pct = 60.7
clock.fmax_mhz = 367
setup_clock_skew_after_layout_ns = 0.000203
timing.final.hold_violations = 0
worst_pin_slew_ns = 0.589
rsz0062_at_grt = no
timing.final.crit_share_pct = 90.7

[worst_hold_path]
worstHoldPathType = input port to async pin

[outcome]
outcome = finished clean

==> layout make-up <==
cell class | instances | area (um^2)
Tap cell | 46 | 57.6
Timing Repair Buffer | 21 | 208
Clock buffer | 3 | 22.5
Multi-Input combinational cell | 57 | 365
Fill cell | 388 | 2660
Inverter | 2 | 7.51
Sequential cell | 4 | 100
==> flip-flops by register name (all words and copies together) (netlist names) <==
| name | count |
|---|---|
| D2.q | 1 |
| D4.q | 1 |
| D1.q | 1 |
| D3.q | 1 |
==> worst paths after layout <==
kind                            depth (start not counted)         endpoint    startpoint  slack (ns)
worst max-delay path                                    5  incrementOutNeg  otherLeds[5]        0.28
worst min-delay path                                    2             D3.q         Reset        0.55
worst max register to register                          4             D4.q          D4.q        1.55
worst min register to register                          1             D1.q          D1.q        0.74
max in group asynchronous                               2             D1.q         Reset        2.31
min in group clk0                                       1             D1.q          D1.q        0.74
==> per-layer routing <==
metal / up-vias / track usage, % / share of wire, %
met5: - / 0 / 0
met4: 0 / 1.23 / 2.0
met2: 31 / 6.18 / 40
li1: 284 / - / -
met3: 2 / 1.82 / 10
met1: 249 / 6.48 / 48
==> logic make-up (layout without fill, tap and decap cells) <==
kind of cell              count (synthesis)  in the layout  share of synthesized area [%]
xor gates and xnor gates                  4              4                           6.86
buffers and inverters                     8             26                           8.82
muxes                                     1              1                           1.96
and+or+nand+nor                          31             31                           35.5
DFF                                       4              4                           19.6
AOI/OAI and AO/OA                        21             21                           27.2
==> power by group through the flow <==
stage	clock network, mW	logic, mW	registers (mW)
final	0.0650	0.401	0.167
after global routing	0.0742	0.452	0.176
after CTS	0.0701	0.409	0.165
==> worst reg2reg max path: cells and delay by family, from the launching register on <==
| family | cells | cell delay [ns] |
|---|---|---|
| simple gates | 2 | 0.33 |
| flops | 1 | 0.71 |
| compound gates | 2 | 0.29 |
==> synth_stat cells, drive strengths merged (2+ instances only) <==
cell    count  area (um^2)
a21oi      10         53.8
buf         6         37.5
dfrtp       4          100
inv         2         7.50
nand2       8         30.0
nand2b      3         18.8
nand3       4         20.0
nor2        5         18.8
nor3        2         10.0
nor3b       2         20.0
o21ai       4         20.0
o221ai      2         23.8
or2         2         12.5
xnor2       4         35.0
==> through the flow <==
step                      utilization (%)  power, mW  setup slack (ns)  area, um^2  cells
after detailed placement             21.6      0.570             0.272         738    130
after global routing                 22.3      0.702             0.174         761    133
final                                22.3      0.633             0.278         761    133
after CTS                            22.3      0.644             0.268         761    133
after global placement               21.6      0.567             0.292         738    130
after floorplan                         -      0.381              1.20         510     69
Power figures rest on the tool's default switching activity, not on a simulated workload.
