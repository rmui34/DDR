## ./config.mk

```make
export PLATFORM = sky130hd
export DESIGN_NAME = scoreCount
export DESIGN_NICKNAME = scoreCount
export VERILOG_FILES = /design/flow/design.v
export SDC_FILE = /design/flow/constraint.sdc
export NUM_CORES = 4
export LEC_CHECK = 1
export CORE_AREA = 10 10 70 70
export DIE_AREA = 0 0 80 80
```

## ./run.sh

```bash
#!/bin/bash
# OpenROAD 26Q1-2900-gdf79404cd8, Yosys 0.63+post, stock flow scripts
make -C /OpenROAD-flow-scripts/flow DESIGN_CONFIG=/design/flow/config.mk WORK_HOME=/design/flow/orfs finish
```

## ./constraint.sdc

```tcl
current_design scoreCount

set clk_period 2.4
set clk_io_pct 0.2

create_clock -name clk0 -period $clk_period [get_ports {Clock}]

set non_clock_inputs [all_inputs -no_clocks]
set_input_delay [expr $clk_period * $clk_io_pct] -clock clk0 $non_clock_inputs
set_output_delay [expr $clk_period * $clk_io_pct] -clock clk0 [all_outputs]
```

## ./design.v

```verilog
module D_FF (q, d, reset, clk);
	output q;
	input d, reset, clk;
	reg q;  
	always @(posedge clk or posedge reset)
	if (reset)
		q = 0;  
	else
		q = d;  
endmodule
module scoreCount(Clock, Reset, incrementInPos, incrementInNeg, otherLeds, incrementOutPos, incrementOutNeg, leds);
	input Clock, Reset;
	input incrementInPos, incrementInNeg;
	input [1:7] otherLeds;
	output [1:7] leds;
	output incrementOutPos;
	reg incOutPos;
	assign incrementOutPos = incOutPos;
	output incrementOutNeg;
	reg incOutNeg;
	assign incrementOutNeg = incOutNeg;
	parameter [3:0] zero = 4'b0000, one = 4'b0001, two = 4'b0010, three = 4'b0011, four = 4'b0100, five = 4'b0101, six = 4'b0110, seven = 4'b0111, eight = 4'b1000, nine = 4'b1001;
	wire [3:0] PS;
	reg [3:0] NS;
	reg [1:7] on;
	assign leds = on;
	always @(PS or incrementInPos or incrementInNeg) begin
		case(PS)
			zero: if (incrementInPos) NS = one;
				else if (incrementInNeg & otherLeds != ~7'b1111110) begin NS = nine; end
				else NS = zero;
			one: if (incrementInPos) NS = two;
				else if (incrementInNeg) NS = zero;
				else NS = one;
			two: if (incrementInPos) NS = three;
				else if (incrementInNeg) NS = one;
				else NS = two;
			three: if (incrementInPos) NS = four;
				else if (incrementInNeg) NS = two;
				else NS = three;
			four: if (incrementInPos) NS = five;
				else if (incrementInNeg) NS = three;
				else NS = four;
			five: if (incrementInPos) NS = six;
				else if (incrementInNeg) NS = four;
				else NS = five;
			six: if (incrementInPos) NS = seven;
				else if (incrementInNeg) NS = five;
				else NS = six;
			seven: if (incrementInPos) NS = eight;
				else if (incrementInNeg) NS = six;
				else NS = seven;
			eight: if (incrementInPos) NS = nine;
				else if (incrementInNeg) NS = seven;
				else NS = eight;
			nine: if (incrementInPos) begin NS = zero; end
				else if (incrementInNeg) NS = eight;
				else NS = nine;
			default: NS = 4'bxxxx;
		endcase
	end
	always @(PS) begin
		case(PS)  
			zero: begin 
						on = ~7'b1111110;
						incOutPos = 0;
						if (incrementInNeg) incOutNeg = 1; 
						else incOutNeg = 0; 
					end
			one: begin 
						on = ~7'b0110000;
						incOutPos = 0;
						incOutNeg = 0;
					end
			two: begin 
						on = ~7'b1101101;
						incOutPos = 0;
						incOutNeg = 0;
					end	
			three: begin
						on = ~7'b1111001;
						incOutPos = 0;
						incOutNeg = 0;
					end
			four: begin 
						on = ~7'b0110011;
						incOutPos = 0;
						incOutNeg = 0;
					end
			five: begin
						on = ~7'b1011011;
						incOutPos = 0;
						incOutNeg = 0;
					end
			six: begin 
						on = ~7'b1011111;
						incOutPos = 0;
						incOutNeg = 0;
					end
			seven: begin
						on = ~7'b1110000;
						incOutPos = 0;
						incOutNeg = 0;
					end
			eight: begin
						on = ~7'b1111111;
						incOutPos = 0;
						incOutNeg = 0;
					end
			nine: begin 
						on = ~7'b1111011;
						incOutNeg = 0;
						if (incrementInPos) incOutPos = 1; 
						else incOutPos = 0; 
					end
			default: on = ~7'bxxxxxxx;
		endcase
	end	
	D_FF D1(.q(PS[0]), .d(NS[0]), .reset(Reset), .clk(Clock));
	D_FF D2(.q(PS[1]), .d(NS[1]), .reset(Reset), .clk(Clock));
	D_FF D3(.q(PS[2]), .d(NS[2]), .reset(Reset), .clk(Clock));
	D_FF D4(.q(PS[3]), .d(NS[3]), .reset(Reset), .clk(Clock));
endmodule
```

==> flow_summary_export.csv <==
group,metric,value,unit
critical_path,critPathKind,"reg2out",
timing,finalCriticalPeriod,2.25,ns
synth,aoi_share,33.1,%
critical_path,worst_path_dominant_cell_family,"buffers and inverters",
critical_path,cp_max_fo,8,
route,route.detailed.drc,0,
synth,synth-adder-area-share,0,%
timing,max_freq,445,MHz
status,outcome,"completed",
global_routing,grt_pass1_vias,503,
critical_path,reg2reg_to,"D1.q",
floorplan,fp_util,14.3,%
synth,yosysUniqueCellTypes,35,
floorplan,die_w,80,microns
floorplan,io_pins,20,
placed_design,routabilityCongestion,0.787,
timing,slew_headroom,71.8,%
critical_path,r2r_cells,4,
global_routing,antenna_found_initial,0,
timing,hold_slack,0.436,ns
cts,cts_tree,"yes",
timing,period_used_share,93.6,%
synth,synth.area.mux_share,0,%
min_path,holdCritPathClass,"in2async",
global_routing,grt_pass1_wl,2300,microns
global_routing,grt_use_total,4.23,%
global_routing,overflow,0,
route,route.antenna.diode_count,0,
critical_path,path_cells,"nand2b_1 > nor2b_1 > a211oi_1 > clkdlybuf4s50_1",
route,drt_iter0_markers,68,
synth,ys_sh_xor,1.79,%
synth,syn_inst,62,
cts,clockBufferDepth,2,
synth,ys_seq_elements,6,
critical_path,worst-r2r-setup-slack,0.64,ns
critical_path,worstPathArrival,1.77,ns
floorplan,placementRows,21,
placed_design,placed_cell_area,728,sq um
critical_path,crit_start,"D1.q",
timing,setup_viol,0,
synth,avgSynthCellArea,7.87,sq um
critical_path,crit_path_max_incr_delay,0.51,ns
timing,hold_viol_final,0,
critical_path,critPathLaunchType,"flip-flop",
critical_path,crit_slowest_cell,"clkdlybuf4s50_1",
run,log.warning_count,25,
timing,unconstrained_endpoints,4,
timing,timing.final.ws_setup,0.153,ns
pwr,p_total,828,uW
layout,drive_gt1_share,12.3,%
route,drt_wl_total,1300,microns
cts,clk_pin_slew_worst_paths,0.04,ns
route,viasPerCell,4.05,
timing,fin_skew,0.00253,ns
timing,slew_viol_final,0,
floorplan,coreArea,0.00342,sq mm
floorplan,die_h,80,microns
timing,rsz0062_at_grt,"no",
synth,yosys_warnings,2,
cts,cts_buffers,3,
cts,insertion_delay,0.23,ns
timing,unclocked_regs,2,
route,first_pass_iters,4,
route,vias,514,
critical_path,worst-path-buf-inv,1,
route,post_drt_wl_per_cell,10.3,microns
synth,ys_chip_area,488,sq um
placed_design,dp_hpwl,1100,microns
critical_path,path_depth,4,
synth,syn_area,488,sq um
critical_path,reg2reg_from,"D2.q",
critical_path,end_kind,"primary output",
floorplan,dieArea,0.00640,sq mm
route,ant_nets,0,
critical_path,crit_required,1.92,ns
cts,h-tree-depth,1,
synth,ys_cells,62,
pwr,powerDensity,1100,mW/mm^2
global_routing,grt_start_max_net_pins,16,
critical_path,cp-endpoint,"leds[4]",
cts,post-cts-setup-buffers,0,
layout,finalInstanceArea,753,sq um
placed_design,pre_cts_ws,0.366,ns
placed_design,portBuffers,19,
layout,area_growth,54.4,%
pwr,p_leak,0.285,nW
synth,simple_gate_area_share,29.2,%
run,drv_cap,0,
pwr,max-vdd-ir-drop,0.000182,V
timing,setup_tns,0,ns
synth,logic_family,"AND-OR/OR-AND gates",
timing,worst_pin_slew,0.424,ns
cts,cts_root_buf,"clkbuf_4",
==> power breakdown <==
group          total, mW  switching, mW  internal (mW)
clock network     0.0796         0.0239         0.0557
logic              0.557          0.202          0.354
registers          0.192         0.0818          0.110
total              0.828          0.308          0.520
==> logic make-up (layout without fill, tap and decap cells) <==
logic type	count (synthesis)	in the layout
DFF	4	4
AOI/OAI and AO/OA	23	23
and+or+nand+nor	22	22
latches	2	2
buffers and inverters	10	29
xor gates and xnor gates	1	1
==> worst register-to-register path: cells and delay by family (launching register included) <==
kind | cells | cell delay [ns]
buf+inv | 1 | 0.20
flops | 1 | 0.45
simple gates | 1 | 0.54
compound gates | 2 | 0.45
==> synth_stat cells (all sizes together) <==
cell type,n,area [sq um]
clkbuf,5,18.8
a211o,1,8.76
dfrtp,4,100
a32o,1,10.0
o22ai,1,6.26
xor2,1,8.76
a211oi,1,7.51
buf,1,11.3
o211a,1,10.0
nand2,1,3.75
nor4b,1,8.76
dlxtn,2,30.0
nand2b,2,12.5
a31o,2,17.5
nand4b,1,8.76
nand4,1,6.26
nor3b,1,7.51
a21boi,2,15.0
or3b,2,17.5
nor3,3,15.0
a221oi,1,8.76
a21oi,5,25.0
o32a,1,10.0
nor2b,4,25.0
nor4,2,12.5
o2bb2ai,1,8.76
o311ai,1,8.76
or4,1,11.3
o21ai,5,25.0
and3,1,6.26
nor2,2,7.51
inv,4,15.0
==> registers in the layout, summed over array words and instances (netlist names) <==
name and count:
incOutNeg 1, D1.q 1, D2.q 1, D3.q 1
D4.q 1, incOutPos 1
==> metrics by stage <==
| step | utilization (%) | std cells |
|---|---|---|
| 5_1_grt | 22.1 | 127 |
| 6_report | 22.1 | 127 |
| 3_3_place_gp | 21.3 | 124 |
| 3_5_place_dp | 21.3 | 124 |
| 4_1_cts | 22.0 | 127 |
| 2_1_floorplan | - | 62 |
==> worst min-delay path by stage <==
stage / start / to / cells past startpoint
5_1_grt: Reset / D3.q / 2
4_1_cts: Reset / D3.q / 2
6_report: Reset / D3.q / 2
==> layout by cell type, fill, tap and decap left out <==
master	synthesis	final
clkdlybuf4s50_1	0	19
a21oi_1	5	5
dfrtp_1	4	4
inv_1	4	4
o21ai_0	4	4
nor2b_1	4	3
nor3_1	3	3
clkbuf_4	0	3
buf_4	0	3
nor4_1	2	2
nand2b_1	2	2
nor2_1	2	2
a21boi_0	2	2
dlxtn_1	2	2
nor2b_2	0	1
o2bb2ai_1	1	1
or3b_2	1	1
nand4b_1	1	1
o21ai_1	1	1
or4_4	1	1
nor3b_1	1	1
a221oi_1	1	1
a211o_1	1	1
nand4_1	1	1
a31o_2	1	1
o311ai_0	1	1
or3b_1	1	1
o22ai_1	1	1
xor2_1	1	1
and3_1	1	1
nand2_1	1	1
o211a_1	1	1
o32a_1	1	1
a211oi_1	1	1
nor4b_1	1	1
a32o_1	1	1
a31o_1	1	1
==> per-layer routing <==
| layer | global-route usage, % | share of wire [%] | up-vias |
|---|---|---|---|
| met2 | 7.38 | 52 | 8 |
| met1 | 5.09 | 43 | 230 |
| li1 | - | - | 276 |
| met3 | 1.25 | 5.1 | 0 |
| met5 | 0 | 0 | - |
| met4 | 0.528 | 0 | 0 |
==> layout make-up <==
cell class                      count  area, sq um
Clock buffer                        3         22.5
Fill cell                         385         2660
Inverter                            4         15.0
Multi-Input combinational cell     46          315
Sequential cell                     6          130
Tap cell                           46         57.6
Timing Repair Buffer               22          213
==> timing repair <==
item                       in CTS  in global routing
hold buffers                    0                  0
setup endpoints to repair       0                  1
gates resized                   0                  1
Power is estimated from default activity; no workload was simulated.
